<file path="/design/flow/run.sh">
#!/bin/bash
# OpenROAD 26Q1-2900-gdf79404cd8, Yosys 0.63+post, stock flow scripts
make -C /OpenROAD-flow-scripts/flow DESIGN_CONFIG=/design/flow/config.mk WORK_HOME=/design/flow/orfs finish
</file>
<file path="/design/flow/config.mk">
export PLATFORM = sky130hd
export DESIGN_NAME = uart_rx
export DESIGN_NICKNAME = uart_rx
export VERILOG_FILES = /design/flow/design.v
export SDC_FILE = /design/flow/constraint.sdc
export NUM_CORES = 4
export LEC_CHECK = 1
export CORE_AREA = 10 10 92 92
export DIE_AREA = 0 0 102 102
</file>
<file path="/design/flow/constraint.sdc">
current_design uart_rx

set clk_period 2.1
set clk_io_pct 0.2

create_clock -name clk0 -period $clk_period [get_ports {I_CLK}]

set non_clock_inputs [all_inputs -no_clocks]
set_input_delay [expr $clk_period * $clk_io_pct] -clock clk0 $non_clock_inputs
set_output_delay [expr $clk_period * $clk_io_pct] -clock clk0 [all_outputs]
</file>
<file path="/design/flow/design.v">
module uart_rx (
                input        I_CLK,
                input        I_RSTF,
                input        I_RX,
                input        I_BAUD_TICK,
                output [7:0] O_DATA,
                output reg   O_RX_DONE
                );
   localparam [1:0] idle  = 2'b00,
                    start = 2'b01,
                    data  = 2'b10,
                    stop  = 2'b11;
   reg [1:0] st, n_st;  
   reg [3:0] s,  n_s;   
   reg [2:0] b,  n_b;   
   reg [7:0] d,  n_d;   
   reg       mrx, rx0, rx;  
   always @ (posedge I_CLK, negedge I_RSTF ) begin
      if (!I_RSTF) begin
         st  <= idle;
         s   <= 0;
         b   <= 0;
         d   <= 0;
         mrx <= 0;
         rx0 <= 0;
         rx  <= 0;
      end
      else begin
         st  <= n_st;
         s   <= n_s;
         b   <= n_b;
         d   <= n_d;
         mrx <= I_RX;
         rx0 <= mrx;
         rx  <= rx0;
      end
   end
   always @* begin
      n_st      = st;  
      n_s       = s;   
      n_b       = b;   
      n_d       = d;   
      O_RX_DONE = 0;   
      case (st)
        idle: 
          if (~rx) begin
             n_st = start;
          end
        start: 
          if (I_BAUD_TICK)
            if (s==7) begin
               n_st = data;
               n_s  = 0;
               n_b  = 0;
            end
            else
              n_s = s+1;
        data:
          if (I_BAUD_TICK)
            if (s==15) begin
               n_s  = 0;
               n_d  = {I_RX, d[7:1]};
               if (b == 7)
                 n_st = stop;
               else
                 n_b  = b+1;
            end
            else
              n_s = s+1;
        stop:
          if (I_BAUD_TICK)
            if (s==15) begin
               n_st = idle;
               O_RX_DONE  = 1;
            end
            else
              n_s = s+1;
      endcase
   end
   assign O_DATA = d;
endmodule  
</file>
==> reports/notes.md <==
The tools report the element type at the critical path end as a primary output. Max fanout on the critical path was recorded as 7. With the detailed route wirelength on metal3 at 177 um, the worst IR drop on VDD is 678.2 uV. The design draws 1.622 mW. In this run the tools logged warnings totalling 25. Synthesis instantiated 32 different standard cells from the library.

With the number of sinks driven by the clock tree at 22, the average detailed-routed wire length per instance is 10.83 um. In this run, placement finished with an instance count of 197. The type of the setup path with the least slack is flip-flop to primary output. With the time the final worst path needs with I/O delays and setup at 1.988 ns, the insertion delay to the later sink of the worst-skew pair is 0.26 ns.

The residual overflow from global routing is 0, and the total cell area at the placement stage is 1379 um^2. Per the post-synthesis stats, the area per cell is 10.83 um^2. The wire length after detailed routing is 2198 um. The max-slew violation count was 0; the antenna diode count was 0. The detailed router placed 839 vias in this run. The script computed a power per unit cell area of 1093 nW/um^2.

Once layout is complete, the cells apart from fillers number 203. Total DRC errors in the routed layout: 0. During placement, the flow inserted port buffers numbering 12.

Per the OpenROAD floorplan log, the area of the core is 6459 um^2. The tree is rooted in a sky130_fd_sc_hd__clkbuf_8. The script extracted a total leakage power of 0.6455 nW. The run gives 502.9 MHz for the achievable clock frequency. The violation count after the first detailed-routing iteration is 86, and the sum of net half-perimeters after detailed placement is 1611 um. Per the cell usage report, the commonest logic cell in the layout is sky130_fd_sc_hd__dfrtp_1. The final worst-path cycle share was 0.9468. The number of buffers between clock root and the deepest sink is 2, and the cell area after layout is 1484 um^2.

RePlAce ended its routability-driven mode at a weighted congestion of 0.8467. The post-synthesis register bit count was 22. The commonest register cell is sky130_fd_sc_hd__dfrtp_1.

Per the post-route antenna check, the number of violating nets is 0. The number of hold buffers added after CTS was 0. With the critical path required time at 1.68 ns, the global-route wire length before repair is 3926 um.

The floorplan die height came out at 102 um. The floorplan has 29 rows. The total routing resource utilization after global routing came out at 0.04505. The tools report the maximum number of pins on one net before global-route repair as 23. The first-pass iteration count of the detailed router is 4.

The run finished with clean final reports. Path type of the worst min-delay path: flip-flop to flip-flop. Data arrives at the worst endpoint at 1.57 ns. The post-synth count of flops with an enable pin is 0. With the total standard cell area after synthesis at 1094 um^2, the die span in x is 102 um. For the setup skew after layout, the log shows 0.003264 ns. Signal routing reaches up to met4. For the pin with the worst max-slew slack, the measured transition is 0.2967 ns.

The run gives 0 for the total of endpoints with negative setup slack in the final report. STA classifies the critical path startpoint as a flip-flop. TritonCTS built the clock tree. The level count of the clock H-tree is 1, and the worst slew margin relative to its limit is 0.7997. The floorplan-stage core utilization was 0.1693. Via count of the first global-routing pass: 868. The biggest area contributor in the post-synthesis netlist is sky130_fd_sc_hd__dfrtp_1. With the area added between synthesis and finish at 35.70%, the area fraction of the dominant cell type after synthesis is 0.4805.

In the detailed route, the total length drawn on met2 is 968 um. The share of the yosys chip area belonging to registers was 0.5046. For reference, the top cells by area after synthesis are sky130_fd_sc_hd__dfrtp_1 (48%), sky130_fd_sc_hd__mux2_2 (9.3%), sky130_fd_sc_hd__nand2_1 (5.1%). In the per-layer breakdown of the detailed-route log, met1 shows 1026 um.

The share of cells above drive strength 1 is 0.2698, and the share of async-settable or async-resettable flops after synthesis is 1.000. In the synthesized netlist, the number of instances is 101. The most common logic cells in the final layout are sky130_fd_sc_hd__dfrtp_1 (21), sky130_fd_sc_hd__nand2_1 (15), sky130_fd_sc_hd__buf_4 (14). The synth_stat.txt file lists the number of cells as 101. Hold-check failures listed in the final report amount to 0. The number of I/O pins was 13; the via-per-instance ratio was 4.133. CTS clock-pin slew for the worst setup and hold paths: 0.08 ns. With the tally of yosys warning messages at 1, the count of maximum capacitance violations is 0. Buffers inserted during clock tree synthesis total 3.

Per the OpenROAD floorplan log, the area of the die is 10400 um^2. The utilization after layout was 0.2298. The tools report the yosys stat chip area as 1094 um^2.

The initial antenna violation count came out at 0.
worst max-delay path: stages (launching register included):
cell	delay (ns)
sky130_fd_sc_hd__dfrtp_1	0.39
sky130_fd_sc_hd__ha_4	0.19
sky130_fd_sc_hd__nand3_2	0.09
sky130_fd_sc_hd__nor2_2	0.13
sky130_fd_sc_hd__clkdlybuf4s50_1	0.50
through the flow:
| step | setup slack (ns) | hold WS, ns | TNS (ns) |
|---|---|---|---|
| 4_1_cts | 0.05491 | 0.3552 | 0 |
| 6_report | 0.1117 | 0.3555 | 0 |
| 3_3_place_gp | -0.09473 | 0.3346 | -0.8114 |
| 2_1_floorplan | 0.1179 | 0.1244 | 0 |
| 3_5_place_dp | -0.1147 | 0.3364 | -0.9392 |
| 5_1_grt | -0.006031 | 0.3584 | -0.006031 |
path summary, 6_finish.rpt:
| check | end | slack, ns | depth (start not counted) | start |
|---|---|---|---|---|
| worst max-delay path | O_RX_DONE | 0.11 | 4 | s[0] |
| max in group asynchronous | st[0] | 1.31 | 2 | I_RSTF |
| worst max register to register | d[6] | 0.25 | 6 | s[0] |
| min in group asynchronous | st[1] | 0.51 | 2 | I_RSTF |
| worst min-delay path | rx | 0.36 | 0 | rx0 |
| worst min register to register | rx | 0.36 | 0 | rx0 |
layout make-up:
cell class | count | area [um^2]
clock buffer | 3 | 41.29
clock inverter | 1 | 30.03
fill | 673 | 4975
inverter | 2 | 7.507
multi-input combinational | 72 | 533.0
sequential | 22 | 551.8
tap | 77 | 96.34
timing repair buffer | 26 | 224.0
Yosys cell counts, drive strengths merged (2+ instances only):
| cell | n |
|---|---|
| dfrtp | 21 |
| nand2 | 16 |
| mux2 | 9 |
| nand3 | 7 |
| o21ai | 6 |
| nor2 | 4 |
| o221ai | 4 |
| clkbuf | 3 |
| ha | 3 |
| a21oi | 2 |
| buf | 2 |
| inv | 2 |
| nor2b | 2 |
| nor3 | 2 |
| nor4 | 2 |
per-layer routing:
| layer | vias to the layer above | global-route usage |
|---|---|---|
| met2 | 21 | 0.06963 |
| met4 | 0 | 0.008677 |
| met3 | 2 | 0.01772 |
| met5 | - | 0 |
| li1 | 425 | - |
| met1 | 391 | 0.05907 |
sequential cells by signal, summed over array words and instances, names as in the netlist:
signal and flops:
mrx 1, st 4, rx0 1, s 4
rx 1, d 8, b 3
where the power goes:
| group | switching, mW | internal [mW] | total [mW] | leakage, nW |
|---|---|---|---|---|
| combinational | 0.274 | 0.326 | 0.600 | 0.348 |
| sequential | 0.113 | 0.523 | 0.636 | 0.262 |
| clock | 0.131 | 0.254 | 0.385 | 0.0357 |
| total | 0.517 | 1.10 | 1.62 | 0.645 |
what timing repair did:
action / CTS / global route
setup endpoints to repair: 1 / 1
resized: 5 / 0
pin swaps: 1 / 0
setup buffers: 0 / 2
logic make-up (layout without fill, tap and decap cells):
logic type,after synthesis,after routing,share of synthesized area
DFF,22,22,0.5046
xor gates and xnor gates,1,1,0.008011
and+or+nand+nor,38,38,0.1785
AOI/OAI and AO/OA,20,20,0.1465
buffers and inverters,7,32,0.02632
adders and majority gates,3,3,0.03433
muxes,10,10,0.1018
Power figures rest on the tool's default switching activity, not on a simulated workload.
