<file path="design.v">
module uart_tx (
                 input       I_CLK,
                 input       I_RSTF,
                 input       I_TX_START,
                 input       I_BAUD_TICK,
                 input [7:0] I_DATA,
                 output reg  O_TX_DONE,
                 output      O_TX) ;
   localparam [1:0] idle  = 2'b00,
                    start = 2'b01,
                    data  = 2'b10,
                    stop  = 2'b11;
   reg [1:0] st, n_st;  
   reg [3:0] s,  n_s;   
   reg [2:0] b,  n_b;   
   reg [7:0] d,  n_d;   
   reg       tx, n_tx;  
   always @ (posedge I_CLK, negedge I_RSTF ) begin
      if (!I_RSTF) begin
         st <= idle;
         s  <= 0;
         b  <= 0;
         d  <= 0;
         tx <= 1;  
      end
      else begin
         st <= n_st;
         s  <= n_s;
         b  <= n_b;
         d  <= n_d;
         tx <= n_tx;
      end
   end
   always @* begin
      n_st      = st;  
      n_s       = s;   
      n_b       = b;   
      n_d       = d;   
      n_tx      = tx;  
      O_TX_DONE = 0;   
      case (st)
        idle: begin
           n_tx = 1;
           if (I_TX_START) begin
              n_st = start;
              n_s  = 0;
              n_b  = 0;
              n_d  = I_DATA;
           end
        end
        start: begin
           n_tx = 0;
           if (I_BAUD_TICK)
             if (s==15) begin
                n_st = data;
                n_s  = 0;
                n_b  = 0;
             end
             else
               n_s = s+1;
        end
        data: begin
           n_tx = d[0];
           if (I_BAUD_TICK)
             if (s==15) begin
                n_s = 0;
                n_d = d >> 1;
                if (b==7)
                  n_st = stop;
                else
                  n_b = b+1;
             end
             else
               n_s = s+1;
        end
        stop: begin 
           n_tx = 1;
           if (I_BAUD_TICK)
             if (s==15) begin
                n_st = idle;
                O_TX_DONE = 1;
             end
             else
               n_s = s+1;
        end
      endcase  
   end
   assign O_TX = tx;
endmodule  
</file>
<file path="run.sh">
#!/bin/bash
# OpenROAD 26Q1-2900-gdf79404cd8, Yosys 0.63+post, stock flow scripts
make -C /OpenROAD-flow-scripts/flow DESIGN_CONFIG=/design/flow/config.mk WORK_HOME=/design/flow/orfs finish
</file>
<file path="config.mk">
export PLATFORM = sky130hd
export DESIGN_NAME = uart_tx
export DESIGN_NICKNAME = uart_tx
export VERILOG_FILES = /design/flow/design.v
export SDC_FILE = /design/flow/constraint.sdc
export NUM_CORES = 4
export LEC_CHECK = 1
export CORE_AREA = 10 10 85 85
export DIE_AREA = 0 0 95 95
</file>
<file path="constraint.sdc">
current_design uart_tx

set clk_period 2.3
set clk_io_pct 0.2

create_clock -name clk0 -period $clk_period [get_ports {I_CLK}]

set non_clock_inputs [all_inputs -no_clocks]
set_input_delay [expr $clk_period * $clk_io_pct] -clock clk0 $non_clock_inputs
set_output_delay [expr $clk_period * $clk_io_pct] -clock clk0 [all_outputs]
</file>
==> results.toml <==
# implementation run metrics
[run_status]
run_status = "complete, no violations"

[critical_path]
setup.worst_path.class = "primary input to primary output"
cp_data_required_time_ns = 1.84
cp-end-kind = "primary output"
crit_top_cell = "clkdlybuf4s50_1"
crit_family = "buffers and inverters"
critical_path_buf_inv_count = 2
cp.arrival_ns = 1.72
path_max_fanout = 2
slowest_stage = "clkdlybuf4s50_1"
worstPathCellList = "clkdlybuf4s50_1 -> nand4_1 -> nor2_2 -> clkdlybuf4s50_1"
startpoint_type = "primary input"
critical_path.max_stage_delay_ns = 0.50

[synthesis]
synth.area.top_cells = "dfrtp_1 (44%), o22ai_1 (9.2%), dfstp_2 (5.2%)"
synth-edff-count = 0
ys_sh_xor_pct = 0
synth_cell_types = 31
mux_share_pct = 0.986
synth.cellmix.compoundShare_pct = 28.5
top_area_share_pct = 44.4
numSynthFlops = 20
ys_sh_adder_pct = 3.70
async_flop_share_pct = 100
simple_gate_area_share_pct = 14.2
top_area_cell = "dfrtp_1"
most_common_cell = "dfrtp_1"
ys_area_um2 = 1010
netlist_area_um2 = 1010
synthTopCellsByCount = "dfrtp_1 (18), o22ai_1 (15), nand2_1 (10), a21oi_1 (8), o21ai_0 (4)"
yosysCellCount = 100
yosysWarnings = 1
seq_area_frac_synth_pct = 49.6
top_logic_kind = "AND-OR/OR-AND gates"
synth_top_flop_cell = "dfrtp_1"
netlist_instances = 100
avgSynthCellArea_um2 = 10.1

[grt]
antenna_found_initial = 0
track_usage_pct = 5.76
grt_max_degree = 21
grt_pass1_wl_mm = 4.26
grt_pass1_vias = 883
overflow = 0

[floorplanning]
die_area_um2 = 9030
ios = 14
fp.dieW_um = 95
core_area_um2 = 5470
core_util_floorplan_pct = 18.5
num_rows = 27
die_y_um = 95

[final_timing]
setup_viol = 0
fmax_ghz = 0.458
finalCritPeriodShare_pct = 94.9
hold_viol = 0
worstMarginPinSlew_ns = 0.408
min_period_ns = 2.18
maxSlewViolCount = 0
rsz0062_at_grt = "no"
setup_tns_ns = 0
slew-limit-headroom_pct = 72.8
clock_skew_ns = 0.00574

[routing]
detail_route.iter0.violations = 89
wl_mm = 2.32
routed-via-count = 847
drtAntennaViolNets = 0
avgViaCountPerCell = 4.41
diodes = 0
drt_pass1_iterations = 4
drcViolationCount = 0
post_drt_wl_per_cell_um = 12.1

[cts]
cts_tree = "yes"
cts_setup_buffers = 0
clockRootBuffer = "clkbuf_8"
cts.htree.levels = 1
clk_pin_slew_ns = 0.08
cts.sinks = 20
worstSkewPairLatency_ns = 0.26
clockBufferDepth = 2
hold_buffers = 0
numCtsBuffers = 3

[flow_run]
log.warning_count = 25
max_cap_violations = 0

[power]
pwr_density_cell_nw_per_um2 = 1030
ir_drop_v = 0.000271
p_leak_uw = 0.000545

[final_layout]
stdcell_count = 192
logic_area_um2 = 485
fin_util_pct = 24.6
seq_area_um2 = 503
fillers = 593
drive_above_1_share_pct = 17.5
syn_to_final_growth_pct = 32.4

[placed_design]
placed_cells = 188
globalplace.congestion = 0.779
hpwlAfterDp_mm = 1.62
io_buffers = 13

[hold_path]
hp-class = "flop to flop"
[cell families after synthesis]
| kind of cell | after synthesis |
|---|---|
| buffers and inverters | 7 |
| AOI/OAI and AO/OA | 42 |
| adders and majority gates | 3 |
| DFF | 20 |
| muxes | 1 |
| and+or+nand+nor | 27 |
[repair_timing]
action | CTS | global route
endpoints found under the setup margin | 0 | 1
hold endpoints to repair | 0 | 0
resized | 0 | 2
[cell usage in the layout (no fill, tap or decap), types with 2 or more instances in the layout]
master           count
o21ai_0              4
and4_1               2
dfrtp_1             18
nand4_1              3
ha_1                 2
o2bb2ai_1            3
o21a_1               2
o211ai_2             2
clkdlybuf4s50_1     13
buf_4                7
o22ai_1             15
a22oi_1              3
inv_1                3
a21oi_1              8
nand3_1              3
dfstp_2              2
nand2b_1             2
clkbuf_8             3
nand2_1             10
[per-stage QoR]
| stage | setup WS (ns) | area (µm²) | total power, µW | hold slack (ns) |
|---|---|---|---|---|
| finish | 0.117 | 1340 | 1390 | 0.504 |
| global route | 0.0142 | 1340 | 1520 | 0.529 |
| CTS | 0.0767 | 1340 | 1400 | 0.510 |
| detailed placement | 0.0986 | 1270 | 1040 | 0.483 |
| global placement | 0.0896 | 1270 | 1040 | 0.491 |
| floorplan | 0.732 | 1010 | 908 | 0.164 |
[final timing paths]
kind / end / slack [ns] / start / depth (start not counted)
max reg2reg: s[3]$_DFFE_PN0P_ / 0.57 / st[1]$_DFF_PN0_ / 4
min: d[7]$_DFFE_PN0P_ / 0.50 / d[7]$_DFFE_PN0P_ / 1
min reg2reg: d[7]$_DFFE_PN0P_ / 0.50 / d[7]$_DFFE_PN0P_ / 1
min in group asynchronous: d[2]$_DFFE_PN0P_ / 0.54 / I_RSTF / 2
max in group asynchronous: st[0]$_DFF_PN1_ / 1.49 / I_RSTF / 2
max: O_TX_DONE / 0.12 / I_BAUD_TICK / 4
[report_power, final]
part	internal, µW	switching (µW)
Clock	232	116
Sequential	497	126
Combinational	239	178
Total	968	420
[routing by layer]
metal | up-vias | GRT usage [%] | part of all wire (%)
li1 | 425 | - | -
met1 | 399 | 8.70 | 48
met2 | 21 | 7.84 | 42
met3 | 2 | 2.40 | 9.1
met4 | 0 | 0.374 | 0.65
met5 | - | 0 | 0
[state kept, by name, summed over array words and instances, names as in the netlist]
register,count
st,4
d,8
s,4
b,3
tx,1
[area by class of cell]
cell class / instances / area share (%)
inverter: 3 / 0.838
sequential: 20 / 37.4
timing repair buffer: 20 / 13.6
clock buffer: 3 / 3.07
tap: 72 / 6.70
multi-input combinational: 73 / 36.1
clock inverter: 1 / 2.23
Power is estimated from default activity; no workload was simulated.
